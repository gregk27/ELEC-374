**flow/run.sh**
```bash
#!/bin/bash
# OpenROAD 26Q1-2900-gdf79404cd8, Yosys 0.63+post, stock flow scripts
make -C /OpenROAD-flow-scripts/flow DESIGN_CONFIG=/design/flow/config.mk WORK_HOME=/design/flow/orfs finish
```
**flow/config.mk**
```make
export PLATFORM = sky130hd
export DESIGN_NAME = Select
export DESIGN_NICKNAME = Select
export VERILOG_FILES = /design/flow/design.v
export SDC_FILE = /design/flow/constraint.sdc
export NUM_CORES = 4
export LEC_CHECK = 1
export CORE_AREA = 10 10 70 70
export DIE_AREA = 0 0 80 80
```
**flow/design.v**
```verilog
module Select(
    input [31:0] IR,
    input   BAout,
    input  Gra, Grb, Grc, Rout, Rin,
    output [31:0] C_sign_extended,
    inout RFin, RFout, 
	inout [3:0]RFselect
    );
reg [3:0] OPCode, Ra, Rb, Rc;
reg [3:0] decoderinput;
reg [15:0] result;
reg [31:0] C;
reg [15:0] registersIn;
reg [15:0] registersOut;
integer i;
always @ (*)
    begin
        OPCode = IR[31:27];
        Ra = IR[26:23];
        Rb = IR[22:19];
        Rc = IR[18:15];    
        decoderinput =  Gra ? Ra :
                       (Grb ? Rb : 
                       (Grc ? Rc : 31'hx));
        case(decoderinput)
            4'b0000: result = 16'b0000_0000_0000_0001;
            4'b0001: result = 16'b0000_0000_0000_0010;
            4'b0010: result = 16'b0000_0000_0000_0100;
            4'b0011: result = 16'b0000_0000_0000_1000;
            4'b0100: result = 16'b0000_0000_0001_0000;
            4'b0101: result = 16'b0000_0000_0010_0000;
            4'b0110: result = 16'b0000_0000_0100_0000;
            4'b0111: result = 16'b0000_0000_1000_0000;
            4'b1000: result = 16'b0000_0001_0000_0000;
            4'b1001: result = 16'b0000_0010_0000_0000;
            4'b1010: result = 16'b0000_0100_0000_0000;
            4'b1011: result = 16'b0000_1000_0000_0000;
            4'b1100: result = 16'b0001_0000_0000_0000;
            4'b1101: result = 16'b0010_0000_0000_0000;
            4'b1110: result = 16'b0100_0000_0000_0000;
            4'b1111: result = 16'b1000_0000_0000_0000;
            default: result = 16'b0000_0000_0000_0000;  
        endcase
        for(i=0;i<16; i=i+1) begin
            registersIn[i] = Rin & result[i];
        end
        for(i=0;i<16; i=i+1) begin
            registersOut[i] = (Rout | BAout) & result[i];
        end
        C = IR[18] ? { {13{1'b1}}, IR[18:0] } : { {13{1'b0}}, IR[18:0] };
    end
    assign RFin = Rin ? |registersIn : 'hz;
    assign RFout = Rout ? |registersOut : 'hz;
    assign RFselect = Gra|Grb|Grc ? decoderinput : 'hz;
    assign C_sign_extended = C;
endmodule
```
**flow/constraint.sdc**
```tcl
current_design Select

set clk_period 1.0
set clk_io_pct 0.2

create_clock -name clk0 -period $clk_period

set non_clock_inputs [all_inputs -no_clocks]
set_input_delay [expr $clk_period * $clk_io_pct] -clock clk0 $non_clock_inputs
set_output_delay [expr $clk_period * $clk_io_pct] -clock clk0 [all_outputs]
```
==> results.sh <==
# yosys + openroad results
export IMPL_cp_data_required_time_ps=800
export IMPL_grt_max_degree=9
export IMPL_fillCellCount=397
export IMPL_finalHoldViolCount=0
export IMPL_track_usage_pct=3.51
export IMPL_io_buffers=33
export IMPL_synth_cell_types=7
export IMPL_wl_mm=1.30
export IMPL_hold_class="input pin to output port"
export IMPL_die_h_microns=80
export IMPL_slew_headroom_pct=82.0
export IMPL_area_growth_syn_to_layout_pct=59.5
export IMPL_rsz0062_at_grt="yes"
export IMPL_p_per_area_nw_per_um2=310
export IMPL_max_freq_mhz=1020
export IMPL_leakagePower_nw=0.271
export IMPL_drive_above_1_share_pct=25.0
export IMPL_final_instance_count_excl_fill=98
export IMPL_slew_violations=0
export IMPL_vdd_drop_max_mv=0.0342
export IMPL_hold_slack_ps=400
export IMPL_vias=266
export IMPL_hold_path_startpoint="IR[0]"
export IMPL_final_common_cell="dlygate4sd2_1"
export IMPL_die_x_microns=80
export IMPL_row_count=21
export IMPL_min_period_ps=978
export IMPL_endpoint="C_sign_extended[23]"
export IMPL_cp_arrival_ps=780
export IMPL_placed_cells=93
export IMPL_drv_cap=0
export IMPL_clock_buffers=0
export IMPL_grt_pass1_wl_mm=1.77
export IMPL_synth_stat_cells=47
export IMPL_critPathCaptureType="output port"
export IMPL_postRouteAntennaNets=0
export IMPL_critPathKind="input pin to output port"
export IMPL_post_route_period_util_pct=97.8
export IMPL_wl_per_cell_microns=13.3
export IMPL_fp_utilization_pct=9.85
export IMPL_critPathLaunch="IR[18]"
export IMPL_syn_inst=47
export IMPL_worst_pin_slew_ps=270
export IMPL_yosysWarnings=4
export IMPL_seqCellArea_sq_um=0
export IMPL_overflow=0
export IMPL_setup_viol=0
export IMPL_yosysSeqAreaShare_pct=0
export IMPL_grt_pass1_vias=289
export IMPL_first_pass_iters=2
export IMPL_cp_max_fo=4
export IMPL_cp_start_kind="input pin"
export IMPL_ys_area_sq_um=337
export IMPL_drtIter0Drc=3
export IMPL_ff_count=0
export IMPL_drc=0
export IMPL_comb_area_sq_um=87.6
export IMPL_synthesis_area_sq_um=337
export IMPL_status="finished clean"
export IMPL_syn_mean_instance_area_sq_um=7.16
export IMPL_warnings=40
export IMPL_n_antenna_cell=0
export IMPL_lay_top_cells="dlygate4sd2_1 (24), nand2_1 (4), o21ai_1 (4), mux2i_1 (3)"
export IMPL_routabilityCongestion=0.810
export IMPL_antenna_found_initial=0
export IMPL_core_sq_um=3420
export IMPL_ios=76
export IMPL_dieArea_sq_um=6400
export IMPL_vias_per_cell=2.71
## cells in the mapped netlist
library cell / count / share of area [%]
nand2_1: 4 / 4.5
buf_6: 1 / 3.3
or2_2: 1 / 1.9
buf_4: 32 / 71
o21ai_1: 4 / 5.9
mux2i_1: 4 / 12
clkbuf_1: 1 / 1.1
## worst min path at each step
stage / depth (start not counted) / slack [ps] / endpoint
after global routing: 0 / 400 / C_sign_extended[1]
after CTS: 0 / 400 / C_sign_extended[12]
final: 0 / 400 / C_sign_extended[0]
## worst max-delay path, stage by stage
cell           delay, ps
buf_8                110
buf_16               120
buf_4                120
dlygate4sd2_1        230
## cells by family after synthesis
group | synth area share, %
buf+inv | 75.8
compound gates | 5.95
mux | 11.9
simple gates | 6.32
## what timing repair did
item	4_1_cts	5_1_grt
hold buffers	0	0
cloned	1	0
resized	49	8
endpoints found under the setup margin	22	7
pin swaps	5	1
buffers inserted	4	0
## power by group
part / internal (mW) / switching [mW]
Sequential: 0 / 0
Combinational: 0.119 / 0.0472
Clock: 0 / 0
## routing by layer
metal	up-vias	routed length [microns]	track usage [%]
met4	0	6	0.176
met5	-	0	0
met3	2	211	1.70
li1	127	-	-
met1	115	482	3.96
met2	22	598	6.10
## per-stage QoR
step / worst slack (ps) / total power, mW / area [sq um] / setup TNS [ps] / util (%)
global placement: -530 / 0.175 / 489 / -9650 / 14.3
detailed placement: -530 / 0.175 / 489 / -9710 / 14.3
CTS: -1.11 / 0.170 / 528 / -1.11 / 15.5
global route: -8.95 / 0.187 / 537 / -10.8 / 15.7
floorplan: 297 / 0.102 / 337 / 0 / -
finish: 22.3 / 0.167 / 537 / 0 / 15.7
## area by class of cell
cell class | instances | share of cell area, %
multi-input combinational | 13 | 16.3
tap | 46 | 10.7
timing repair buffer | 39 | 73.0
Power figures rest on the tool's default switching activity, not on a simulated workload.
