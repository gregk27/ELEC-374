<file path="flow/config.mk">
export PLATFORM = sky130hd
export DESIGN_NAME = RegFile
export DESIGN_NICKNAME = RegFile
export VERILOG_FILES = /design/flow/design.v
export SDC_FILE = /design/flow/constraint.sdc
export NUM_CORES = 4
export LEC_CHECK = 1
export CORE_UTILIZATION = 30
</file>
<file path="flow/design.v">
module RegFile(
	input wire clock, clear,
	input wire RF_en, BAout,
	input wire [3:0]RF_select,
	input wire [31:0]dataIn,
	output wire [31:0]dataOut
);
wire [15:0]enable = RF_en << RF_select;
wire [31:0]regOuts[15:0];
assign dataOut = BAout && RF_select == 0 ? 0 : regOuts[RF_select];
genvar i;
generate
	for(i = 0; i < 16; i=i+1) begin : registers
		register r(clear, clock, enable[i], dataIn, regOuts[i]);
	end
endgenerate
endmodule
module register #(parameter DATA_WIDTH_IN = 32, DATA_WIDTH_OUT = 32, INIT = 32'h0)(
	input clear, clock, enable, 
	input [DATA_WIDTH_IN-1:0]BusMuxOut,
	output wire [DATA_WIDTH_OUT-1:0]BusMuxIn
);
reg [DATA_WIDTH_IN-1:0]q;
initial q = INIT;
always @ (posedge clock)
		begin 
			if (clear) begin
				q <= {DATA_WIDTH_IN{1'b0}};
			end
			else if (enable) begin
				q <= BusMuxOut;
			end
		end
	assign BusMuxIn = q[DATA_WIDTH_OUT-1:0];
endmodule
</file>
<file path="flow/constraint.sdc">
current_design RegFile

set clk_period 10.5
set clk_io_pct 0.2

create_clock -name clk0 -period $clk_period [get_ports {clock}]

set non_clock_inputs [all_inputs -no_clocks]
set_input_delay [expr $clk_period * $clk_io_pct] -clock clk0 $non_clock_inputs
set_output_delay [expr $clk_period * $clk_io_pct] -clock clk0 [all_outputs]
</file>
<file path="flow/run.sh">
#!/bin/bash
# OpenROAD 26Q1-2900-gdf79404cd8, Yosys 0.63+post, stock flow scripts
make -C /OpenROAD-flow-scripts/flow DESIGN_CONFIG=/design/flow/config.mk WORK_HOME=/design/flow/orfs finish
</file>
==> impl_metrics.tcl <==
# place-and-route summary
set metrics [dict create \
    warnings 29 \
    logic_family "simple AND/OR/NAND/NOR gates" \
    cts_tree "done" \
    synth_area_per_cell_sq_um 7.369 \
    ant_nets 0 \
    final-setup-viol-count 0 \
    rows 100 \
    synth-seq-cells 512 \
    ys_top_cells_by_area "dfxtp_1 45%, nand2_1 17%, a21oi_1 14%" \
    worstPathMaxFanout 48 \
    cp-startpoint "RF_select[1]" \
    cts-hold-fix-buffers 0 \
    io_buffer_count 71 \
    rsz0062_at_grt "false" \
    layoutNonFillerInstCount 3945 \
    flop_cell "dfxtp_1" \
    aoi_share_pct 22.24 \
    wire_per_inst_um 21.39 \
    met2_length_mm 38.08 \
    coreArea_sq_um 74700 \
    die_x_um 277.4 \
    ys_sh_xor_pct 0 \
    yosys.area.top_type "dfxtp_1" \
    grt_start_max_net_pins 158 \
    regMostFlops "registers.r.q" \
    r2r.worst_path.cells 2 \
    cts-root-buf "clkbuf_16" \
    clk_pin_slew_ns 0.06 \
    fin_setup_tns_ns 0 \
    fin_worst_skew_ns 0 \
    ys_sh_simple_pct 25.61 \
    synthArstFlopShare_pct 0 \
    drc 0 \
    die_y_um 277.4 \
    ys_cells 3088 \
    crit_type "input pin to output port" \
    vias 21620 \
    grt_pass1_vias 19790 \
    yosys_warnings 2 \
    ys_area_sq_um 22760 \
    start_kind "input pin" \
    report.final.slew_viol_count 0 \
    grt_pass1_wl_mm 126.9 \
    ys_sh_adder_pct 0 \
    met3_length_mm 7.258 \
    maxCapViolCount 0 \
    grt-ovfl-total 0 \
    post-route-period-util_pct 73.67 \
    ys_sh_mux_pct 0.5828 \
    ys_types 55 \
    max_freq_mhz 129.3 \
    dp.cells 3849 \
    largest_reg_flops 512 \
    end_kind "output port" \
    required_ns 8.40 \
    ys_seq_share_pct 45.04 \
    max-vdd-ir-drop_mv 0.1445 \
    ios 72 \
    p_per_area_nw_per_um2 164.4 \
    hold_viol_final 0 \
    clk_latency_ns 0.61 \
    hold_path_startpoint "registers[8].r.q[27]$_SDFFE_PP0P_" \
    p_leak_nw 7.766 \
    holdPathStages 2 \
    area_growth_pct 12.72 \
    grt_antenna_before_repair 3 \
    top_cells_by_count "1,035 x nand2_1, 652 x a21oi_1, 512 x dfxtp_1" \
    top_regs "registers.r.q x512" \
    slew_headroom_pct 32.05 \
    fill_cells 7682 \
    drt-met1-wl_mm 35.97 \
    fin_crit_ns 7.735 \
    drt_first_pass_iters 8 \
    drtIter0Drc 1979 \
    cts_made_buffers 54 \
    synth_area_sq_um 22760 \
    r2r-start "registers[12].r.q[30]$_SDFFE_PP0P_" \
    globalplace.congestion 0.8872 \
    worst_pin_slew_ns 0.9935 \
    hold_class "register to register" \
    grt_usage_pct 21.92 \
    synth_top_area_share_pct 45.04 \
    hpwl_mm 48.80 \
    post-synth-top-count-cell "nand2_1" \
    status "completed" \
    syn_inst 3088 \
    h-tree-depth 2 \
    vias_per_cell 5.481 \
    highest_layer "met5" \
    drive_gt1_share_pct 7.700 \
    edf_count 0 \
    post-cts-setup-buffers 0 \
    post_cts_resize_count 0 \
    wl_mm 84.37 \
    fp_util_pct 30.46 \
    clockBufferDepth 3 \
    cts_sinks 512 \
    die_area_sq_um 76960 \
    crit_arrival_ns 5.64 \
]
## final cells by class
| cell class | count | area (sq um) | share of cell area, % |
|---|---|---|---|
| clock inverter | 13 | 162.7 | 0.6341 |
| antenna | 2 | 5.005 | 0.01951 |
| multi-input combinational | 2227 | 11180 | 43.60 |
| sequential | 512 | 10250 | 39.96 |
| inverter | 6 | 22.52 | 0.08780 |
| tap | 969 | 1212 | 4.727 |
| timing repair buffer | 135 | 1209 | 4.712 |
| clock buffer | 81 | 1604 | 6.254 |
## layout by cell type, fill, tap and decap left out, types with 16 or more instances in the layout
master              n
nand2_1          1033
a21oi_1           652
dfxtp_1           512
nand3_1           113
a22o_1             82
clkdlybuf4s50_1    67
buf_4              64
nand3b_1           57
clkbuf_16          55
o21ai_0            34
a31oi_1            33
or3b_1             28
or3b_2             28
a2111oi_0          26
a31o_1             19
nand3_2            16
## through the flow
step / hold slack [ns] / instance area [sq um] / total power, W / setup slack [ns] / utilization, %
6_report: 0.4484 / 25650 / 0.004218 / 2.765 / 34.34
5_1_grt: 0.4618 / 25650 / 0.004324 / 2.644 / 34.34
4_1_cts: 0.4500 / 25640 / 0.004230 / 2.771 / 34.33
3_5_place_dp: 0.4415 / 23880 / 0.002310 / 2.799 / 31.97
3_3_place_gp: 0.4367 / 23880 / 0.002309 / 2.875 / 31.97
2_1_floorplan: 0.4310 / 22760 / 0.002195 / 5.177 / -
## final timing paths
kind                                              to  slack, ns
setup / recovery                         dataOut[21]       2.76
hold / removal     registers[8].r.q[27]$_SDFFE_PP0P_       0.45
setup reg to reg  registers[12].r.q[30]$_SDFFE_PP0P_       9.86
hold reg to reg    registers[8].r.q[27]$_SDFFE_PP0P_       0.45
## power by group
part           total [W]  switching [W]  internal [W]
Combinational   0.000295       0.000224     0.0000712
Clock            0.00194       0.000820       0.00112
Sequential       0.00198      0.0000120       0.00197
Total            0.00422        0.00106       0.00316
## layer usage
| layer | GRT usage, % | vias to the layer above |
|---|---|---|
| met5 | 0 | - |
| met4 | 6.880 | 2 |
| met3 | 4.886 | 181 |
| met2 | 33.67 | 850 |
| met1 | 31.19 | 10450 |
| li1 | - | 10140 |
## cells by family (layout without fill, tap and decap cells)
family | count (synthesis) | in the layout
and+or+nand+nor | 1332 | 1332
DFF | 512 | 512
other | 0 | 2
muxes | 13 | 13
AOI/OAI and AO/OA | 882 | 882
buffers and inverters | 349 | 235
## critical path, stage by stage
cell and delay, ns:
clkdlybuf4s50_1 0.46, buf_4 0.36, nor2b_4 0.56, buf_4 0.68, a22o_1 0.25, a222oi_1 0.08
a31oi_1 0.49, clkdlybuf4s50_1 0.58
No activity file was given, so power comes from the tool's default toggle rates.
