$ cat flow/design.v
`timescale 1ns/10ps
module ALU(
	input wire [4:0] opcode,
	input wire [31:0] A,
	input wire [31:0] B,
	input wire start,
	output reg [63:0] out,
	output reg finished
);
initial finished <= 0;
parameter
	NOT	= 5'b00001,
	AND	= 5'b00010,
	OR 	= 5'b00011,
	ADD	= 5'b00100,
	SUB	= 5'b00101,
	NEG	= 5'b00111,
	MUL	= 5'b01000,
	DIV 	= 5'b01001,
	SHL 	= 5'b11000,
	SHR 	= 5'b11001,
	ROL 	= 5'b11010,
	ROR 	= 5'b11011,
	SHLA 	= 5'b11100,
	SHRA 	= 5'b11101;
reg [31:0] bCache;
reg subtract;
wire [31:0] adder_out;
reg [31:0] adder_mux_A, adder_mux_B;
adder add(adder_mux_A, adder_mux_B, subtract, adder_out);
reg shift_right;
reg shift_rotation;
reg shift_arithmetic;
wire [31:0] shift_out;
shifter shift(A, bCache[7:0], shift_right, shift_rotation, shift_arithmetic, shift_out);
reg clock = 0;
always #1 clock = ~clock;
reg mul_start;
wire mul_finished;
wire [31:0] mul_lo, mul_hi;
multiplier mul(clock, mul_start, A, bCache, mul_lo, mul_hi, mul_finished);
reg div_start;
wire div_finished;
wire [31:0] quotient, remainder;
divider div(clock, div_start, A, bCache, quotient, remainder, div_finished);
reg [31:0]internal_out;
reg [4:0]_aluSelect;
always @(opcode) begin
	case (opcode)
		5'b00011: _aluSelect <= ADD;
		5'b00100: _aluSelect <= SUB;
		5'b00101: _aluSelect <= SHR;
		5'b00110: _aluSelect <= SHRA;
		5'b00111: _aluSelect <= SHL;
		5'b01000: _aluSelect <= ROR;
		5'b01001: _aluSelect <= ROL;
		5'b01010: _aluSelect <= AND;
		5'b01011: _aluSelect <= OR;
		5'b01100: _aluSelect <= ADD;  
		5'b01101: _aluSelect <= AND;  
		5'b01110: _aluSelect <= OR;   
		5'b01111: _aluSelect <= MUL;
		5'b10000: _aluSelect <= DIV;
		5'b10001: _aluSelect <= NEG;
		5'b10010: _aluSelect <= NOT;
		default:  _aluSelect <= {5{1'dx}};
endcase
end
always @(start, internal_out, adder_out, mul_finished, div_finished, shift_out) begin
	if(start) begin
		bCache <= B;
		finished <= 0;
		case (_aluSelect)
			NOT:  begin internal_out <= ~B;  end
			AND:  begin internal_out <= A&B; end
			OR :  begin internal_out <= A|B; end
			ADD, SUB, NEG: begin
				subtract <= _aluSelect[0];
				adder_mux_A <= _aluSelect[1] ? 0 : A;
				adder_mux_B <= _aluSelect[1] ? B : B;
			end
			MUL: begin mul_start <= 1; end
			DIV: begin div_start <= 1; end
			SHL, SHR, ROL, ROR, SHRA, SHLA: begin
				shift_right <= _aluSelect[0];
				shift_rotation <= _aluSelect[1];
				shift_arithmetic <= _aluSelect[2];
			end
		endcase
	end
	if (!start) begin
		case (_aluSelect)
			NOT, AND, OR: begin
				out <= internal_out;
				finished <= 1;
			end
			ADD, SUB, NEG: begin
				out <= adder_out;
				finished <= 1;
			end
			MUL: begin
				mul_start <= 0;
				out <= {mul_hi, mul_lo};
				finished <= mul_finished;
			end
			DIV: begin
				div_start <= 0;
				out <= {remainder, quotient};
				finished <= div_finished;
			end
			SHL, SHR, ROL, ROR, SHRA, SHLA: begin
				out <= shift_out;
				finished <= 1;
			end
		endcase
	end
end
endmodule
module adder(input [31:0]A, input [31:0]B, input subtract, output [31:0]Result);
reg [31:0] Results;
reg [31:0] Gen;
reg [32:0] Propogate;
reg [33:0] LocalCarry;
reg [31:0] Btmp;
assign Result = Results;
integer i;
always@(A or B or subtract)
	begin
		LocalCarry = 32'd0 | subtract;
		Btmp = B ^ {32{subtract}};
		Gen = A & Btmp;
		Propogate = A | Btmp;
		for(i = 0; i < 32; i = i + 1)
		begin
				LocalCarry[i+1] = (Gen[i] | (Propogate[i] & LocalCarry[i]));
				Results[i] = A[i] ^ Btmp[i] ^ LocalCarry[i];
		end
end
endmodule
module divider(
	input wire clock,
	input wire start,
	input wire [31:0]dividend,
	input wire [31:0]divisor,
	output wire [31:0]quotient,
	output wire [31:0]remainder,
	output reg finished
);
reg [32:0] compute_remain;
reg [31:0] compute_quotient;
reg [32:0] divisor_pos;
reg [32:0] divisor_neg;
reg [5:0] count;
reg needsComp;
assign quotient = compute_quotient;
assign remainder = compute_remain;
initial finished <= 0;
always @(posedge clock, posedge start) begin
	if(start) begin
		compute_remain <= 33'd0;
		compute_quotient <= dividend[31] ? -dividend : dividend;
		divisor_pos <= divisor[31] ? -divisor : divisor;
		divisor_neg <= divisor[31] ? divisor : -divisor;
		divisor_pos[32] <= 0;
		divisor_neg[32] <= 1;
		needsComp = divisor[31] ^ dividend[31];
		count <= 0;
		finished <= 0;
	end
	else if(count != 32) begin
			compute_remain = compute_remain << 1;
			compute_remain[0] = compute_quotient[31];
			compute_quotient = compute_quotient << 1;
			compute_remain = compute_remain  + (compute_remain[32] ? divisor_pos : divisor_neg);
			compute_quotient[0] = ~compute_remain[32];
			count <= count + 1;
	end
	else if (count == 32) begin
		if(compute_remain[32]) begin
			compute_remain <= compute_remain + divisor_pos;
		end
		if(needsComp) begin
			compute_quotient <= -compute_quotient;
		end
		finished <= 1;
	end
end
endmodule
module multiplier(
    input wire clock,
    input wire start, 
    input wire [31:0] multiplicand,
    input wire [31:0] multiplier,
    output wire [31:0] product_lo,
    output wire [31:0] product_hi,
    output reg finished
);
reg [63:0] product;
reg [32:0] extended_multiplier;
reg [5:0] count;
reg [31:0] multiplicand_pos;
initial finished <= 0;
always @(posedge clock, posedge start) begin
	if(start) begin
   		product <= 64'd0; 
		extended_multiplier <= {multiplier, 1'b0};
		multiplicand_pos <= multiplicand[31] ? -multiplicand : multiplicand;
    	count <= 6'd0;
		count <= 0;
		finished <= 0;
	end else if(count != 32) begin
		case (extended_multiplier[2:0])
			3'b001, 3'b010: product = product + ({32'b0, multiplicand_pos} << count);
            	3'b011: product = product + ({32'b0, multiplicand_pos} << (count + 1));
            	3'b100: product = product - ({32'b0, multiplicand_pos} << (count + 1));
            	3'b101, 3'b110: product = product - ({32'b0, multiplicand_pos} << count);
            	default: ;
        endcase
        	extended_multiplier = extended_multiplier >> 2;
        	count = count + 2;
	end else if (count >= 32 && !finished) begin
		if (multiplicand[31])
			product <= -product;
		finished <= 1;
	end
end
assign product_lo = product[31:0];
assign product_hi =product[63:32];
endmodule
module shifter(input [31:0]in, input [7:0]shift, input right, input rotate, input arithmetic, output [31:0]out);
reg [31:0]result;
reg [31:0]lowBits;
reg [31:0]highBits;
reg [7:0] shiftTmp;
assign out = result;
always @(*) begin
	lowBits = in & {32{right | rotate}};
	highBits = (in & {32{~right | rotate}}) | {32{right & arithmetic & in[31]}};
	shiftTmp = right ? ~shift : shift;
	case(shiftTmp)
		0, 8'b11011110: result = in;
		1, 8'b11011111: result = {highBits[30:0], lowBits[31]};
		2, 8'b11100000: result = {highBits[29:0], lowBits[31:30]};
		3, 8'b11100001: result = {highBits[28:0], lowBits[31:29]};
		4, 8'b11100010: result = {highBits[27:0], lowBits[31:28]};
		5, 8'b11100011: result = {highBits[26:0], lowBits[31:27]};
		6, 8'b11100100: result = {highBits[25:0], lowBits[31:26]};
		7, 8'b11100101: result = {highBits[24:0], lowBits[31:25]};
		8, 8'b11100110: result = {highBits[23:0], lowBits[31:24]};
		9, 8'b11100111: result = {highBits[22:0], lowBits[31:23]};
		10, 8'b11101000: result = {highBits[21:0], lowBits[31:22]};
		11, 8'b11101010: result = {highBits[20:0], lowBits[31:21]};
		12, 8'b11101011: result = {highBits[19:0], lowBits[31:20]};
		13, 8'b11101100: result = {highBits[18:0], lowBits[31:19]};
		14, 8'b11101101: result = {highBits[17:0], lowBits[31:18]};
		15, 8'b11101110: result = {highBits[16:0], lowBits[31:17]};
		16, 8'b11101111: result = {highBits[15:0], lowBits[31:16]};
		17, 8'b11110000: result = {highBits[14:0], lowBits[31:15]};
		18, 8'b11110001: result = {highBits[13:0], lowBits[31:14]};
		19, 8'b11110010: result = {highBits[12:0], lowBits[31:13]};
		20, 8'b11110011: result = {highBits[11:0], lowBits[31:12]};
		21, 8'b11110100: result = {highBits[10:0], lowBits[31:11]};
		22, 8'b11110101: result = {highBits[09:0], lowBits[31:10]};
		23, 8'b11110110: result = {highBits[08:0], lowBits[31:09]};
		24, 8'b11110111: result = {highBits[07:0], lowBits[31:08]};
		25, 8'b11111000: result = {highBits[06:0], lowBits[31:07]};
		26, 8'b11111001: result = {highBits[05:0], lowBits[31:06]};
		27, 8'b11111010: result = {highBits[04:0], lowBits[31:05]};
		28, 8'b11111011: result = {highBits[03:0], lowBits[31:04]};
		29, 8'b11111100: result = {highBits[02:0], lowBits[31:03]};
		30, 8'b11111101: result = {highBits[01:0], lowBits[31:02]};
		31, 8'b11111110: result = {highBits[0], lowBits[31:01]};
		32, 8'b11111111: result = lowBits;
		default: result = -1;
	endcase
end
endmodule
$ cat flow/run.sh
#!/bin/bash
# OpenROAD 26Q1-2900-gdf79404cd8, Yosys 0.63+post, stock flow scripts
make -C /OpenROAD-flow-scripts/flow DESIGN_CONFIG=/design/flow/config.mk WORK_HOME=/design/flow/orfs finish
$ cat flow/config.mk
export PLATFORM = sky130hd
export DESIGN_NAME = ALU
export DESIGN_NICKNAME = ALU
export VERILOG_FILES = /design/flow/design.v
export SDC_FILE = /design/flow/constraint.sdc
export NUM_CORES = 4
export LEC_CHECK = 1
export CORE_UTILIZATION = 40
$ cat flow/constraint.sdc
current_design ALU

set clk_period 4.8
set clk_io_pct 0.2

create_clock -name clk0 -period $clk_period

set non_clock_inputs [all_inputs -no_clocks]
set_input_delay [expr $clk_period * $clk_io_pct] -clock clk0 $non_clock_inputs
set_output_delay [expr $clk_period * $clk_io_pct] -clock clk0 [all_outputs]
==> out/results.txt <==
run status = finished with violations
failing checks = max-capacitance violations, max-slew violations
Top Layout Cells = 466 x o22ai_1, 157 x nor2_1, 133 x dlxtn_1, 103 x clkdlybuf4s50_1, 93 x nand2_1
switch share = 59.4%
Tool Warnings = 36
Leak = 5.10 nW
Routed Antenna Nets = 0
Flops after synth = 174
Async SR Flop Fraction = 0%
XOR Share, Synth = 4.24%
Post-Route WL = 74.5 mm
vias in the first global route = 17.0k
register pins left without a clock = 174
Switching Power = 1.04 mW
antenna violations before repair = 2
ys flop type = dlxtn_1
Initial Util = 41.0%
Ports = 135
Yosys Instances = 1,934
Slew @ Worst Pin = 1.62 ns
mapped cell area = 13,400 sq um
Setup violations, final = 0
via/cell ratio = 7.97
relative slew slack = -7.78%
final slew viol count = 13
unique cell type count in the Yosys netlist = 71
Top logic family = AND-OR/OR-AND gates
Synth Instances = 1,934
post-cts sizing count = 0
Simple Share, Synth = 18.7%
FILL cells = 3,361
buffers added on ports = 103
First-pass DRT Iterations = 14
Core Footprint = 32,800 sq um
Initial DRC Count = 3,621
largest net degree at the start of global routing = 66
Max rail drop VDD = 0.0875 mV
endpoints left unconstrained = 207
YS chip area = 13,400 sq um
Total GRT Usage = 43.4%
first-pass GRT wire length = 109 mm
Top cell excl fill/tap = o22ai_1
AO/OA Area Share = 41.8%
number of buffers added for setup after CTS = 0
overall die width = 185 microns
grt ovf = 0
die area = 34,300 sq um
Internal = 0.708 mW
cts-stage hold buffer count = 0
Post-synth EDFFs = 0
MUX area fraction = 0.233%
Syn-to-layout area delta = 8.52%
Synthesis Warnings = 17
DP Wirelength = 42.2 mm
Die Height = 185 microns
gpl congestion = 0.973
Mean Syn Cell Area = 6.95 sq um
WL per Instance = 32.5 microns
pwr/cell area = 120 nW/um^2
Rows = 66
Final Hold Viols = 0
RSZ-0062 raised after global routing = false
Setup Total Neg Slack = 0 ns
Max Clock Freq = 70.9 MHz
share of cells above drive strength 1 = 7.53%
via total after detailed routing = 18.2k
FA/HA/MAJ Cells, Area Fraction = 4.94%
DRC Markers = 0
Max Cap Viol = 2
-- area by class of cell --
cell class / count / area (sq um) / area share, %
repair buffers: 173 / 1560 / 10.7
inverters: 36 / 135 / 0.927
flip-flops and latches: 174 / 2610 / 17.9
diodes: 2 / 5.00 / 0.0343
multi-input cells: 1463 / 9720 / 66.6
well taps: 442 / 553 / 3.79
-- Yosys cell counts, drive strengths merged (5+ instances only) --
| cell | count | area, sq um |
|---|---|---|
| a31oi | 5 | 31.3 |
| nand2b | 10 | 62.6 |
| o21ai | 67 | 335 |
| inv | 35 | 131 |
| o22ai | 467 | 2920 |
| xnor2 | 38 | 333 |
| dlxtn | 134 | 2010 |
| a221o | 19 | 190 |
| a21oi | 60 | 300 |
| nand4 | 20 | 125 |
| or4 | 8 | 60.1 |
| nor4 | 65 | 422 |
| a222oi | 29 | 290 |
| and2 | 23 | 144 |
| or2 | 5 | 31.3 |
| or3 | 12 | 75.1 |
| a2111oi | 7 | 80.1 |
| ha | 5 | 62.6 |
| o2111ai | 15 | 131 |
| nand3 | 28 | 140 |
| a211oi | 8 | 60.1 |
| nor3b | 5 | 37.5 |
| nor2b | 6 | 37.5 |
| o221ai | 20 | 175 |
| a22oi | 60 | 484 |
| nor3 | 43 | 265 |
| buf | 65 | 429 |
| o2bb2ai | 11 | 96.3 |
| and3 | 6 | 37.5 |
| nor2 | 159 | 599 |
| o22a | 14 | 123 |
| dlxtp | 40 | 601 |
| a22o | 7 | 61.3 |
| fa | 30 | 601 |
| a221oi | 14 | 123 |
| nand2 | 94 | 353 |
| clkbuf | 227 | 856 |
| o31ai | 10 | 75.1 |
| nand3b | 5 | 37.5 |
| xor2 | 27 | 236 |
-- kinds of logic after synthesis --
group / Yosys count
fa+ha+maj: 35
xor+xnor: 65
mux: 3
compound gates: 829
simple gates: 499
buf+inv: 328
latches: 174
other cells: 1
-- state kept, by name, indices dropped and copies added (netlist names) --
name / cells
adder_mux_A: 32
adder_mux_B: 32
bCache: 8
div.compute_quotient: 32
div_start: 1
finished: 1
internal_out: 32
out: 32
shift_arithmetic: 1
shift_right: 1
shift_rotation: 1
subtract: 1
-- power groups by stage --
stage	clock, mW	combinational [mW]	sequential (mW)
CTS	0	1.35	0.306
global route	0	1.47	0.321
-- layer usage --
| metal | track usage, % | wire length, microns |
|---|---|---|
| met5 | 2.67 | 97 |
| met4 | 18.1 | 5470 |
| met3 | 22.7 | 13000 |
| met2 | 58.8 | 28500 |
| met1 | 57.3 | 27400 |
-- metrics by stage --
stage | util (%) | total power [mW] | instances | instance area, sq um
after global placement | 44.5 | 1.66 | 2288 | 14600
after global routing | 44.5 | 1.80 | 2288 | 14600
after CTS | 44.5 | 1.66 | 2288 | 14600
after floorplan | - | 1.06 | 1965 | 13600
final | 44.5 | 1.74 | 2290 | 14600
after detailed placement | 44.5 | 1.65 | 2288 | 14600
Power figures rest on the tool's default switching activity, not on a simulated workload.
